`design/flow/config.mk`:
```
export PLATFORM = sky130hd
export DESIGN_NAME = ClockDivider
export DESIGN_NICKNAME = ClockDivider
export VERILOG_FILES = /design/flow/design.v
export SDC_FILE = /design/flow/constraint.sdc
export NUM_CORES = 4
export LEC_CHECK = 1
export CORE_UTILIZATION = 30
```
`design/flow/constraint.sdc`:
```
current_design ClockDivider

set clk_period 2.8
set clk_io_pct 0.2

create_clock -name clk0 -period $clk_period [get_ports {cin}]

set non_clock_inputs [all_inputs -no_clocks]
set_input_delay [expr $clk_period * $clk_io_pct] -clock clk0 $non_clock_inputs
set_output_delay [expr $clk_period * $clk_io_pct] -clock clk0 [all_outputs]
```
`design/flow/design.v`:
```
module ClockDivider(cin,cout);
input cin;
output reg cout;
reg[31:0] count     = 32'd0;
parameter D         = 25000000;          
always @(posedge cin) begin
    if (count >= D-1) begin              
        count <= 32'd0;
        cout  <= ~cout;                  
    end else begin
        count <= count + 32'd1;
    end
end
endmodule
```
`design/flow/run.sh`:
```
#!/bin/bash
# OpenROAD 26Q1-2900-gdf79404cd8, Yosys 0.63+post, stock flow scripts
make -C /OpenROAD-flow-scripts/flow DESIGN_CONFIG=/design/flow/config.mk WORK_HOME=/design/flow/orfs finish
```
==> impl_metrics.yaml <==
# synthesis and place-and-route metrics
outcome:
  outcome: "finished clean"
yosys:
  ys_top_cells_by_count: "dfxtp_1 (32), nor3_1 (17), nand2_1 (13)"
  yosysCellCount: 151
  ff_type: "dfxtp_1"
  ys_area_um2: 1430
  yosys-top-cells-area: "dfxtp_1 (45%), nor3_1 (6.0%), xnor2_1 (4.9%)"
  top_cell_area_share_pct: 44.9
  ys_ff: 33
  async_flop_share_pct: 0
  synth.most_common_cell: "dfxtp_1"
  synth_cells: 151
  synth_top_cell_by_area: "dfxtp_1"
  avgSynthCellArea_um2: 9.45
  edf_count: 1
  yosysSeqAreaShare_pct: 47.0
  synthesis.area_um2: 1430
  ys.warnings.count: 1
  ys_types: 39
flow_run:
  tool_warnings: 25
  maxCapViolations: 0
critical_path:
  cp_slowest_cell: "or4_4"
  critical_path_class: "reg2reg"
  startpoint_type: "register"
  cpPeakStageDelay_ns: 0.60
  cp_cell_sequence: "ha_1, nand4_2, or4_4, or4_1, a211oi_1"
  crit_required_ns: 3.00
  crit_buf_inv: 0
  critPathTopFamily: "simple AND/OR/NAND/NOR gates"
  cp_max_fo: 5
  cp.arrival_ns: 2.40
  cp-end-kind: "register"
final_timing:
  fin_setup_tns_ns: 0
  max_freq_mhz: 454
  finalCriticalPeriod_ns: 2.21
  setup_violations: 0
  rsz0062_at_grt: "no"
  hold_viol: 0
  maxSlewHeadroom_pct: 50.5
  finalCritPeriodShare_pct: 78.8
  drv_slew: 0
  finalClockSkew_ns: 0.00327
  tightest_slew_ns: 0.735
  fin_ws_ns: 0.595
detailed_routing:
  maxUsedRoutingLayer: "met4"
  drc: 0
  drt_iter0_markers: 60
  drt_wl_total_um: 2580
  diodes: 0
  met3_length_um: 83
  final_antenna_net_count: 0
  dr_wl_met2_um: 1040
  vias: 1076
  viasPerCell: 5.03
  first_pass_iters: 4
  wl_met1_um: 1430
  wire_per_inst_um: 12.0
grt:
  overflow: 0
  grt_antenna_before_repair: 0
  grt_pass1_wl_um: 4770
  grt_max_degree: 25
  grt_usage_pct: 12.1
  grt_pass1_vias: 1018
placement:
  dp_hpwl_um: 1760
  pre_cts_ws_ns: 0.624
  gp_congestion: 0.847
  port_buffers: 1
  placed_area_um2: 1530
clock_tree:
  cts.repair.resized: 0
  clock_path_buffers: 2
  cts_root_buffer: "clkbuf_8"
  cts_sinks: 33
  clkTransAtPathRegs_ns: 0.06
  post_cts_buffers: 0
  cts_max_level: 2
  cts_hold_buffers: 0
  cts_tree: "done"
  clock_latency_ns: 0.28
  cts_inserted_buffers: 5
floorplan:
  die_area_um2: 5030
  io_pins: 2
  rows: 24
  die_w_um: 71.0
  die_y_um: 71.0
  initial_core_util_pct: 31.9
  core_um2: 4470
finish:
  area_growth_pct: 13.6
  final_area_um2: 1620
  drive_above_1_share_pct: 10.5
  post-route-util_pct: 36.2
hold_path:
  hold_path_class: "reg2reg"
power_and_ir_drop:
  power.density_nw_per_um2: 516
  ir_drop_mv: 0.223
  leakage_nw: 0.496
## worst paths after layout
check	endpoint	depth (start not counted)	from	slack, ns
worst min-delay path	count[19]	2	count[19]	0.50
worst max register to register	count[22]	5	count[0]	0.59
worst max-delay path	count[22]	5	count[0]	0.59
worst min register to register	count[19]	2	count[19]	0.50
## where the power goes
group	switching, mW	total [mW]	internal [mW]
logic	0.00286	0.00631	0.00345
clock network	0.154	0.349	0.195
registers	0.00214	0.481	0.479
total	0.159	0.836	0.677
## worst reg2reg max path, stage by stage (launching register included)
cell and delay, ns:
dfxtp_1 0.38, ha_1 0.27, nand4_2 0.18, or4_4 0.60, or4_1 0.47, a211oi_1 0.22
## registers in the layout, summed over array words and instances (netlist names)
register / cells
cout: 1
count: 32
## cells by family (layout without fill, tap and decap cells)
kind of cell / Yosys count / after routing / share of synthesized area, %
AND/OR/NAND/NOR: 70 / 70 / 29.6
adder cells (fa/ha/maj): 1 / 1 / 0.877
buffers and inverters: 10 / 15 / 2.72
other: 1 / 7 / 0.263
XOR/XNOR: 12 / 12 / 7.37
flip-flops: 33 / 33 / 47.0
AND-OR/OR-AND: 24 / 24 / 12.1
## cell usage in the layout, fill, tap and decap left out, drive strengths merged, types with 3 or more instances in the layout
cell / instances
nor4: 5
nand4: 5
dfxtp: 32
or3: 4
xor2: 4
nor3: 17
or4: 5
nand2: 13
and3: 3
inv: 5
conb: 7
a211oi: 9
clkbuf: 7
nand3: 4
o31ai: 3
xnor2: 8
nand3b: 3
o21ai: 6
## final cells by class
type / count / area [µm²]
Clock buffer: 7 / 86.3
Fill cell: 447 / 2850
Inverter: 5 / 18.8
Multi-Input combinational cell: 114 / 754
Sequential cell: 33 / 671
Tap cell: 52 / 65.1
Timing Repair Buffer: 3 / 25.0
## per-layer routing
metal  vias to the layer above  GRT usage [%]
li1                        581              -
met1                       481           19.6
met2                        10           16.8
met3                         4           3.76
met4                         0           1.56
met5                         -              0
## per-stage QoR
stage | hold WS, ns | cells | power, mW
final | 0.505 | 214 | 0.836
after global routing | 0.520 | 214 | 0.884
after CTS | 0.494 | 214 | 0.849
after detailed placement | 0.483 | 207 | 0.498
after global placement | 0.464 | 207 | 0.498
after floorplan | 0.456 | 157 | 0.494
Power figures rest on the tool's default switching activity, not on a simulated workload.
