==> design/flow/config.mk <==
export PLATFORM = sky130hd
export DESIGN_NAME = decoder
export DESIGN_NICKNAME = decoder
export VERILOG_FILES = /design/flow/design.v
export SDC_FILE = /design/flow/constraint.sdc
export NUM_CORES = 4
export LEC_CHECK = 1
export CORE_AREA = 10 10 70 70
export DIE_AREA = 0 0 80 80
==> design/flow/constraint.sdc <==
current_design decoder

set clk_period 1.4
set clk_io_pct 0.2

create_clock -name clk0 -period $clk_period

set non_clock_inputs [all_inputs -no_clocks]
set_input_delay [expr $clk_period * $clk_io_pct] -clock clk0 $non_clock_inputs
set_output_delay [expr $clk_period * $clk_io_pct] -clock clk0 [all_outputs]
==> design/flow/design.v <==
module decoder(a,e);
input [3:0] a;
output [6:0] e;
assign e[6] =(~a[3]&~a[2]&~a[1]&a[0])|(~a[3]&a[2]&~a[1]&~a[0])|(a[3]&~a[2]&a[1]&a[0])|(a[3]&a[2]&~a[1]&a[0]);
assign e[5] = (~a[3]&a[2]&~a[1]&a[0])|(a[2]&a[1]&~a[0])|(a[3]&a[2]&~a[0])|(a[3]&a[1]&a[0]);
assign e[4]= (~a[3]&~a[2]&a[1]&~a[0])|(a[3]&a[2]&~a[0])|(a[3]&a[2]&a[1]);
assign e[3]= (~a[3]&~a[2]&~a[1]&a[0])|(~a[3]&a[2]&~a[1]&~a[0])|(a[3]&~a[2]&a[1]&~a[0])|(a[2]&a[1]&a[0]);
assign e[2]= (~a[2]&~a[1]&a[0])|(~a[3]&a[2]&~a[1])|(~a[3]&a[0]);
assign e[1]= (a[3]&a[2]&~a[1]&a[0])|(~a[3]&~a[2]&a[0])|(~a[3]&~a[2]&a[1])|(~a[3]&a[1]&a[0]);
assign e[0]= (~a[3]&a[2]&a[1]&a[0])|(a[3]&a[2]&~a[1]&~a[0])|(~a[3]&~a[2]&~a[1]);
endmodule         
==> design/flow/run.sh <==
#!/bin/bash
# OpenROAD 26Q1-2900-gdf79404cd8, Yosys 0.63+post, stock flow scripts
make -C /OpenROAD-flow-scripts/flow DESIGN_CONFIG=/design/flow/config.mk WORK_HOME=/design/flow/orfs finish
==> flow_metrics.tcl <==
# yosys + openroad results
set metrics [dict create \
    floorplan.core_area_sq_um 3420 \
    max_clock_freq_mhz 711 \
    finalClockPeriodUsage_pct 100 \
    initCoreUtil_pct 5.68 \
    synth-area-yosys_sq_um 194 \
    power.static_leakage_nw 0.255 \
    vias_in_the_first_global_route 322 \
    report.final.hold_viol_count 0 \
    synthesis.area_per_instance_sq_um 5.88 \
    gpl.final_weighted_congestion 0.673 \
    timing.final.ws_setup_ns -0.00587 \
    maximum_capacitance_violations 0 \
    post_dp_cell_area_sq_um 440 \
    grt.overflow.total 0 \
    timing.critical_path.buf_inv 2 \
    seqCellArea_sq_um 0 \
    routed-via-count 336 \
    power_report.internal_total_mw 0.0957 \
    place.port_buffers 11 \
    total_antenna_diodes_in_the_routed_design 0 \
    dieArea_sq_um 6400 \
    area_delta_synth_final_pct 181 \
    comb_power_share_pct 100.0 \
    route.detailed.vias_per_inst 3.20 \
    drt_pre_antenna_iters 4 \
    synth.cells.most_frequent "nand2_1, buf_2, nand2b_1, o21ai_0" \
    final_area_sq_um 546 \
    n_sequential_cell 0 \
    finalWorstPathRequiredPeriod_ns 1.41 \
    cp.arrival_ns 1.13 \
    floorplan.die.width_microns 80 \
    dp_hpwl_microns 651 \
    power_switching_mw 0.0567 \
    yosys.area.top_type "nand2_1" \
    top_level_ports 11 \
    synth_cell_type_count 18 \
    area_occupied_by_multi_input_gates_sq_um 223 \
    log.warning_count 34 \
    routedWlPerCell_microns 8.83 \
    critical_path.top_delay_family "simple AND/OR/NAND/NOR gates" \
    worstPathRequired_ns 1.12 \
    vdd.ir_drop.worst_v 0.0000361 \
    hp-class "input port to output port" \
    grt_start_max_net_pins 8 \
    number_of_standard_cells_reported_by_yosys 33 \
    crit_type "input port to output port" \
    drt_wl_total_microns 927 \
    grtUsageTotal_pct 2.72 \
    yosysSeqAreaShare_pct 0 \
    crit_path_start_kind "input port" \
    result_of_the_run "finished with violations" \
    core.rowCount 21 \
    endpoint_kind "output port" \
    worst_path_largest_cell_delay_ns 0.52 \
    remaining_drc_errors 0 \
    grt_antenna_before_repair 0 \
    yosys.area.top_type_share_pct 9.68 \
    hold-path-cell-count 4 \
    final_report_max_slew_violation_count 0 \
    power.share.clock_pct 0 \
    layout-drive-gt1-share_pct 59.3 \
    slew_headroom_pct 91.0 \
    place_worst_setup_slack_ns -0.839 \
    worst_slew_pin_slew_ns 0.134 \
    synthesis.area_sq_um 194 \
    setup_failing_eps_final 1 \
    violations "negative setup slack" \
    timing.critical_path.fanout_max 7 \
    cellPowerDensity_nw_per_um2 279 \
    synth.yosys.warnings 0 \
    critPathSlowestCell "or4b_4" \
    number_of_fillers_in_the_final_layout 384 \
    seq_power_share_pct 0 \
    synthMostInstantiatedCell "nand2_1" \
    nClkBuffers 0 \
    rsz0062_at_grt "true" \
    grt_pass1_wl_microns 1510 \
    antenna_left 0 \
    sw_ratio_pct 37.2 \
    area_leaders "nand2_1, nand2b_1, a22o_1" \
    wp_depth 4 \
    syn-instance-count 33 \
    drt_iter0_markers 11 \
    crit_chain "buf_12 -> or4b_4 -> o211ai_1 -> buf_2" \
    chipHeight_microns 80 \
]
## final timing paths
path / startpoint / to
min: a[0] / e[4]
max: a[0] / e[4]
## worst min-delay path, cell delays in order
cell and delay, ns:
buf_12 0.09, or4b_4 0.11, o211ai_1 0.07, buf_2 0.11
## cell type report
class                           count  area share, %
Multi-Input combinational cell     28           40.8
Tap cell                           46           10.6
Timing Repair Buffer               30           47.9
Inverter                            1          0.688
## stage by stage
step | cells | hold slack (ns) | setup TNS (ns) | total power, mW | utilization (%)
floorplan | 33 | 0.670 | 0 | 0.0443 | -
global placement | 99 | 1.64 | -5.27 | 0.126 | 12.9
detailed placement | 99 | 1.64 | -5.37 | 0.125 | 12.9
CTS | 104 | 0.964 | -0.0149 | 0.146 | 15.2
global route | 105 | 0.982 | -0.0501 | 0.168 | 16.0
finish | 105 | 0.944 | -0.00587 | 0.152 | 16.0
## layout by cell type (no fill, tap or decap), types with 2 or more instances in the layout
master / synthesis / layout
a22o_1: 2 / 2
buf_12: 0 / 2
o21ai_1: 0 / 2
nand2_1: 5 / 5
buf_2: 3 / 5
nand3_1: 2 / 2
nand2b_4: 0 / 3
buf_4: 0 / 15
buf_6: 0 / 5
dlygate4sd2_1: 0 / 2
nand4b_1: 2 / 2
a21oi_1: 2 / 2
## routing by layer
| layer | up-vias | global-route usage [%] | share of wire, % |
|---|---|---|---|
| met4 | 0 | 0 | 0 |
| li1 | 173 | - | - |
| met1 | 152 | 3.56 | 47 |
| met3 | 0 | 0.795 | 9.0 |
| met2 | 11 | 4.57 | 44 |
| met5 | - | 0 | 0 |
## power by group through the flow
stage                 clock, mW  sequential [mW]  combinational, mW
after CTS                     0                0              0.146
after global routing          0                0              0.168
final                         0                0              0.152
## logic make-up after synthesis
group,after synthesis,share of synthesized area [%]
buffers and inverters,5,11.6
XOR/XNOR,1,4.52
AND-OR/OR-AND,11,36.1
AND/OR/NAND/NOR,16,47.7
## timing repair
item | 4_1_cts | 5_1_grt
pin swaps | 7 | 3
gates resized | 55 | 4
setup buffers | 4 | 1
cloned | 1 | 0
hold buffers | 0 | 0
setup endpoints to repair | 7 | 3
Power figures rest on the tool's default switching activity, not on a simulated workload.
