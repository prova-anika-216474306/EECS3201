<file path="/design/flow/run.sh">
#!/bin/bash
# OpenROAD 26Q1-2900-gdf79404cd8, Yosys 0.63+post, stock flow scripts
make -C /OpenROAD-flow-scripts/flow DESIGN_CONFIG=/design/flow/config.mk WORK_HOME=/design/flow/orfs finish
</file>
<file path="/design/flow/config.mk">
export PLATFORM = sky130hd
export DESIGN_NAME = lab2
export DESIGN_NICKNAME = lab2
export VERILOG_FILES = /design/flow/design.v
export SDC_FILE = /design/flow/constraint.sdc
export NUM_CORES = 4
export LEC_CHECK = 1
export CORE_AREA = 10 10 70 70
export DIE_AREA = 0 0 80 80
</file>
<file path="/design/flow/constraint.sdc">
current_design lab2

set clk_period 1.4
set clk_io_pct 0.2

create_clock -name clk0 -period $clk_period

set non_clock_inputs [all_inputs -no_clocks]
set_input_delay [expr $clk_period * $clk_io_pct] -clock clk0 $non_clock_inputs
set_output_delay [expr $clk_period * $clk_io_pct] -clock clk0 [all_outputs]
</file>
<file path="/design/flow/design.v">
module lab2(a,e);
input [3:0] a;
output [6:0] e;
assign e[6] =(~a[3]&~a[2]&~a[1]&a[0])|(~a[3]&a[2]&~a[1]&~a[0])|(a[3]&~a[2]&a[1]&a[0])|(a[3]&a[2]&~a[1]&a[0]);
assign e[5] = (~a[3]&a[2]&~a[1]&a[0])|(a[2]&a[1]&~a[0])|(a[3]&a[2]&~a[0])|(a[3]&a[1]&a[0]);
assign e[4]= (~a[3]&~a[2]&a[1]&~a[0])|(a[3]&a[2]&~a[0])|(a[3]&a[2]&a[1]);
assign e[3]= (~a[3]&~a[2]&~a[1]&a[0])|(~a[3]&a[2]&~a[1]&~a[0])|(a[3]&~a[2]&a[1]&~a[0])|(a[2]&a[1]&a[0]);
assign e[2]= (~a[2]&~a[1]&a[0])|(~a[3]&a[2]&~a[1])|(~a[3]&a[0]);
assign e[1]= (a[3]&a[2]&~a[1]&a[0])|(~a[3]&~a[2]&a[0])|(~a[3]&~a[2]&a[1])|(~a[3]&a[1]&a[0]);
assign e[0]= (~a[3]&a[2]&a[1]&a[0])|(a[3]&a[2]&~a[1]&~a[0])|(~a[3]&~a[2]&~a[1]);
endmodule
</file>
==> impl_metrics.py <==
# Generated from Yosys and OpenROAD reports
metrics = {
    "global_routing": {
        "grt_overflow": 0,
        "grt_pass1_vias": 271,
        "grt_max_degree": 9,
        "antenna_found_initial": 0,
        "gr-usage-all-layers_pct": 2.33,
        "grt_pass1_wl_mm": 1.24,
    },
    "floorplanning": {
        "rows": 21,
        "io_pins": 11,
        "die-area_um2": 6400,
        "die_w_um": 80,
        "initCoreUtil_pct": 5.75,
        "core_um2": 3420,
        "die_h_um": 80,
    },
    "drt": {
        "dr.pass1.iters": 2,
        "antennaDiodeCount": 0,
        "routed-via-count": 270,
        "viasPerCell": 2.81,
        "wl_per_cell_um": 8.02,
        "final_antenna_net_count": 0,
        "drc": 0,
        "drt_wl_total_um": 770,
        "drt_iter0_drc": 9,
    },
    "critical_path": {
        "crit_slowest_cell": "dlygate4sd2_1",
        "crit_family": "buffers and inverters",
        "cpPeakStageDelay_ns": 0.22,
        "crit_path_max_fanout": 8,
        "crit_path_start": "a[2]",
        "start_kind": "primary input",
        "cp_data_required_time_ns": 1.12,
        "worst_ep_arrival_time_ns": 1.07,
        "end_kind": "primary output",
        "path_buffers": 3,
        "crit_type": "in -> out",
        "crit_chain": "buf_2, buf_6, o21a_1, o22ai_1, dlygate4sd2_1",
    },
    "cells_and_area": {
        "flop-count": 0,
        "combGateArea_um2": 194,
        "fillerInstances": 406,
        "seq_area_um2": 0,
        "drive_gt1_share_pct": 46.0,
        "area_delta_synth_final_pct": 125,
        "clkbuf_count": 0,
    },
    "synthesis": {
        "syn-instance-count": 34,
        "yosysWarnings": 0,
        "synth_area_per_cell_um2": 5.78,
        "syn_area_um2": 196,
        "area_leaders": "nand2_1 9.6%, nor2b_1 9.6%, buf_2 7.6%, o21ai_0 7.6%, a31oi_1 6.4%",
        "top_area_share_pct": 9.55,
        "synthDistinctLibCells": 20,
        "top_area_cell": "nand2_1",
        "yosysSeqAreaShare_pct": 0,
        "yosys_cells": 34,
        "ys_area_um2": 196,
    },
    "hold_path": {
        "min-delay-start": "a[3]",
        "worstHoldPathType": "in -> out",
    },
    "final_timing": {
        "worstMarginPinSlew_ns": 0.207,
        "fin_crit_sh_pct": 96.4,
        "relSlewSlack_pct": 86.1,
        "slew_violations": 0,
        "fmax_ghz": 0.741,
        "layout_min_cycle_time_ns": 1.35,
        "fin_tns_setup_ns": 0,
        "rsz0062_at_grt": "true",
        "finalHoldViolations": 0,
        "setup_violations": 0,
    },
    "clock_network": {
        "post-cts-setup-buffers": 0,
        "postCtsHoldBufs": 0,
    },
    "power_and_ir_drop": {
        "p_total_uw": 117,
        "p_leak_uw": 0.000173,
        "irDropWorstVdd_mv": 0.0407,
        "power_density_nw_per_um2": 265,
    },
    "placement": {
        "dp_hpwl_um": 632,
        "portBuffers": 11,
        "place_congestion": 0.656,
    },
    "flow_run": {
        "warnings": 33,
        "drv_cap": 0,
    },
    "run_status": {
        "status": "finished clean",
    },
}
[final cells by class]
cell class                      instances  share of cell area (%)
Inverter                                1                   0.850
Timing Repair Buffer                   20                    42.2
Tap cell                               46                    13.0
Multi-Input combinational cell         29                    43.9
[path summary, 6_finish.rpt]
| check | end | slack (ns) | cells past startpoint |
|---|---|---|---|
| worst max-delay path | e[1] | 0.05 | 5 |
| worst min-delay path | e[3] | 0.93 | 4 |
[where the power goes]
part           switching (uW)  internal (uW)
logic                    46.4           70.7
registers                   0              0
clock network               0              0
[cell usage after synthesis]
cell type and n:
o21ai_1 1, a22oi_1 1, nand2_1 5, xnor2_1 1
nor3_1 1, nor3b_1 1, nor2b_1 3, a211oi_1 1
inv_1 1, o22ai_1 2, nor2_1 3, mux2_2 1
nand3_1 1, o21a_1 1, buf_6 1, or3_1 1
a31oi_1 2, o21ai_0 3, buf_2 3, nand2b_1 1
[layer usage]
| layer | vias to the layer above | global-route usage (%) | part of all wire (%) |
|---|---|---|---|
| li1 | 152 | - | - |
| met1 | 112 | 3.03 | 47 |
| met2 | 6 | 4.09 | 46 |
| met3 | 0 | 0.455 | 6.8 |
| met4 | 0 | 0 | 0 |
| met5 | - | 0 | 0 |
[cells by family (layout without fill, tap and decap cells)]
kind of cell    count (synthesis)  count (layout)  synth area share [%]
buf+inv                         5              21                  15.3
compound gates                 11              11                  34.4
xor+xnor                        1               1                  4.46
simple gates                   16              16                  40.1
mux                             1               1                  5.73
[placed cells by master, fill, tap and decap left out, drive strengths merged, types with 2 or more instances in the layout]
cell type / netlist / layout
buf: 4 / 15
nand2: 5 / 5
o21ai: 4 / 4
clkdlybuf4s15: 0 / 3
nor2b: 3 / 3
nor2: 3 / 3
a31oi: 2 / 2
o22ai: 2 / 2
dlygate4sd2: 0 / 2
[metrics by stage]
stage	worst slack (ns)	hold WS (ns)	cell area (um^2)	util, %	instances
2_1_floorplan	0.280	0.638	196	-	34
5_1_grt	-0.0263	1.00	442	12.9	96
4_1_cts	0.00348	0.948	413	12.1	96
3_3_place_gp	-0.789	1.67	398	11.6	95
3_5_place_dp	-0.790	1.67	398	11.6	95
6_report	0.0504	0.935	442	12.9	96
[repair_timing]
item | in CTS | in global routing
hold endpoints to repair | 0 | 0
gates resized | 41 | 10
pin swaps | 2 | 3
gates cloned | 1 | 0
endpoints found under the setup margin | 7 | 5
Power and IR drop assume default switching activity.
